===== flow/config.mk =====
export PLATFORM = sky130hd
export DESIGN_NAME = vga_wrapper
export DESIGN_NICKNAME = vga_wrapper
export VERILOG_FILES = /design/flow/design.v
export SDC_FILE = /design/flow/constraint.sdc
export NUM_CORES = 4
export LEC_CHECK = 1
export CORE_UTILIZATION = 30

===== flow/constraint.sdc =====
current_design vga_wrapper

set clk_period 2.8
set clk_io_pct 0.2

create_clock -name clk0 -period $clk_period [get_ports {clk}]

set non_clock_inputs [all_inputs -no_clocks]
set_input_delay [expr $clk_period * $clk_io_pct] -clock clk0 $non_clock_inputs
set_output_delay [expr $clk_period * $clk_io_pct] -clock clk0 [all_outputs]

===== flow/design.v =====
module bitgen_piano(bright, key,
	hCount, vCount,
	red, blue, green);
inout bright;
input [9:0] hCount, vCount;
input [7:0] key;
output reg[7:0] red;
output reg[7:0] green;
output reg[7:0] blue;
reg[3:0] i;
always@(*)
begin
  if(~bright)
  begin
          red = 8'b0000_0000;
          blue = 8'b0000_0000;
          green = 8'b0000_0000;
  end
  else
  begin
    for(i = 1; i <= 8; i = i+1)
    begin
      if(vCount >= 239)  
        begin
        if((hCount >= 78) && (hCount <= 80))  
        begin
				if(key == 8'h1D && vCount <= 400)
				begin
					red = 8'd160;
					blue = 8'd160;
					green = 8'd160;
				end	
				else
				begin
          			red = 8'b0000_0000;
          			blue = 8'b0000_0000;
          			green = 8'b0000_0000;
				end
        end
		else if((hCount >= 156) && (hCount <= 158))
        begin
					if(key == 8'h1D && vCount <= 400)
					begin
						red = 8'd160;
						blue = 8'd160;
						green = 8'd160;
					end
					else
					begin
						red = 8'b0000_0000;
						blue = 8'b0000_0000;
						green = 8'b0000_0000;
					end
			end
		  else if((hCount >= 234) && (hCount <= 236))
        begin
          red = 8'b0000_0000;
          blue = 8'b0000_0000;
          green = 8'b0000_0000;
			end
		  else if((hCount >= 312) && (hCount <= 314))
        begin
					if(key == 8'h24 && vCount <= 400)
					begin
						red = 8'd160;
						blue = 8'd160;
						green = 8'd160;
					end
					else
					begin
						red = 8'b0000_0000;
						blue = 8'b0000_0000;
						green = 8'b0000_0000;
					end
			end
		  else if((hCount >= 390) && (hCount <= 392))
        begin
					if(key == 8'h2C && vCount <= 400)
					begin
						red = 8'd160;
						blue = 8'd160;
						green = 8'd160;
					end
					else
					begin
						red = 8'b0000_0000;
						blue = 8'b0000_0000;
						green = 8'b0000_0000;
					end
			end
		  else if((hCount >= 468) && (hCount <= 470))
        begin
					if(key == 8'h1D && vCount <= 400)
					begin
						red = 8'd160;
						blue = 8'd160;
						green = 8'd160;
						end
					else
					begin
						red = 8'b0000_0000;
						blue = 8'b0000_0000;
						green = 8'b0000_0000;
						end
				end
		  else if((hCount >= 546) && (hCount <= 548))
        begin
          red = 8'b0000_0000;
          blue = 8'b0000_0000;
          green = 8'b0000_0000;
			end
		  else if((hCount >= 48) && (hCount <= 108) && (vCount <= 400))
        begin
			if(key == 8'h1D)
			begin
				red = 8'd160;
				blue = 8'd160;
				green = 8'd160;
			end
		  else
			begin
            red = 8'b0000_0000;
            blue = 8'b0000_0000;
            green = 8'b0000_0000;
			end
		  end
		  else if((hCount >= 126) && (hCount <= 186) && (vCount <= 400))
        begin
			if(key == 8'h24)
			begin
				red = 8'd160;
				blue = 8'd160;
				green = 8'd160;
			end
			else
			begin
            red = 8'b0000_0000;
            blue = 8'b0000_0000;
            green = 8'b0000_0000;
			end
		  end
			else if((hCount >= 282) && (hCount <= 342) && (vCount <= 400))
        begin
		  if(key == 8'h2C)
		  begin
				red = 8'd160;
				blue = 8'd160;
				green = 8'd160;
		  end
		  else
		  begin
            red = 8'b0000_0000;
            blue = 8'b0000_0000;
            green = 8'b0000_0000;
		  end
			end
		  else if((hCount >= 360) && (hCount <= 420) && (vCount <= 400))
        begin
		  if(key == 8'h35)
		  begin
				red = 8'd160;
				blue = 8'd160;
				green = 8'd160;
		  end
		  else
		  begin
            red = 8'b0000_0000;
            blue = 8'b0000_0000;
            green = 8'b0000_0000;
		  end
			end
		  else if((hCount >= 438) && (hCount <= 498) && (vCount <= 400))
        begin
		  if(key == 8'h3C)
		  begin
				red = 8'd160;
				blue = 8'd160;
				green = 8'd160;
		  end
		  else
		  begin
            red = 8'b0000_0000;
            blue = 8'b0000_0000;
            green = 8'b0000_0000;
		  end
			end
			else if((hCount >= 594) && (vCount <= 400))
			begin
			 red = 8'b0000_0000;
          blue = 8'b0000_0000;
          green = 8'b0000_0000;
			end
        else
		  begin
          red = 8'b1111_1111;
          blue = 8'b1111_1111;
          green = 8'b1111_1111;
			 if(key == 8'h1C && hCount <=77)  
			 begin
				red = 8'd160;
				blue = 8'd160;
				green = 8'd160;
			 end
			 else if (key == 8'h1b && (hCount >= 78 && hCount <= 155))
			 begin
				red = 8'd160;
				blue = 8'd160;
				green = 8'd160;
			 end
			 else if (key == 8'h23 && (hCount >= 156 && hCount <= 233))
			 begin
				red = 8'd160;
				blue = 8'd160;
				green = 8'd160;
			 end
			 else if (key == 8'h2b && (hCount >= 234 && hCount <= 311))
			 begin
				red = 8'd160;
				blue = 8'd160;
				green = 8'd160;
			 end
			 else if (key == 8'h34 && (hCount >= 312 && hCount <= 389))
			 begin
				red = 8'd160;
				blue = 8'd160;
				green = 8'd160;
			 end
			 else if (key == 8'h33 && (hCount >= 390 && hCount <= 468))
			 begin
				red = 8'd160;
				blue = 8'd160;
				green = 8'd160;
			 end
			 else if (key == 8'h3b && (hCount >= 469 && hCount <= 545))
			 begin
				red = 8'd160;
				blue = 8'd160;
				green = 8'd160;
			 end
			 else if (key == 8'h42 && (hCount >= 546 && hCount <= 639))
			 begin
				red = 8'd160;
				blue = 8'd160;
				green = 8'd160;
			 end
        end
      end
      else  
      begin
        red = 8'd153;
        blue = 8'b0000_0000;
        green = 8'b0000_0000;
      end
	 end
	end
end
endmodule
`timescale 1ns / 1ps
module vga_640by480(input wire CLK,
input wire clr,
output reg hsync,
output reg vsync,
output reg [10:0] PixelX,
output reg [10:0] PixelY,
output reg vidon,
output reg slw_clk
    );
parameter TotalHorizontalPixels = 10'd800;
parameter HorizontalSyncWidth = 10'd96;
parameter VerticalSyncWidth = 10'd2;
parameter TotalVerticalLines = 10'd521;
parameter HorizontalBackPorchTime = 10'd144 ;
parameter HorizontalFrontPorchTime = 10'd784 ;
parameter VerticalBackPorchTime = 10'd31 ;
parameter VerticalFrontPorchTime = 10'd511;
reg VerticalSyncEnable;
reg [10:0] HorizontalCounter;
reg [10:0] VerticalCounter;
reg q;
always@(posedge CLK)
begin
	if (~clr)
	begin
		q <= 1'b0;
	end
	else
	begin
		q <= ~q;
		slw_clk <= q;
	end
end
always @(posedge slw_clk)
begin
	if(~clr == 1)
		HorizontalCounter <= 0;
	else
		begin
			if(HorizontalCounter == TotalHorizontalPixels - 1)
				begin  
					HorizontalCounter<=0;
					VerticalSyncEnable <= 1;
				end
			else
				begin 
					HorizontalCounter<=HorizontalCounter+1; 
					VerticalSyncEnable <=0;
				end
		end
end
always @(*)
begin
	if((HorizontalCounter<HorizontalSyncWidth))
		hsync = 0;
	else
		hsync = 1;
end
always @(posedge slw_clk)
begin
	if(~clr == 1)
		VerticalCounter<=0;
	else
	begin
		if(VerticalSyncEnable == 1)
			begin
				if(VerticalCounter==TotalVerticalLines-1)
					VerticalCounter<=0;
				else
					VerticalCounter<=VerticalCounter+1;
			end
	end
end
always @(*)
begin
	if(VerticalCounter < VerticalSyncWidth)
		vsync = 0;
	else
		vsync = 1;
end
always @(posedge slw_clk)
begin
	if((HorizontalCounter<HorizontalFrontPorchTime) && (HorizontalCounter>HorizontalBackPorchTime) && (VerticalCounter<VerticalFrontPorchTime) && (VerticalCounter>VerticalBackPorchTime))
		begin
			vidon <= 1;
			PixelX<= HorizontalCounter - HorizontalBackPorchTime;
			PixelY<= VerticalCounter - VerticalBackPorchTime;
		end
	else
		begin
			vidon <= 0;
			PixelX<=0;
			PixelY<=0;
		end
end
endmodule
module vga_wrapper (clk, reset, hSync, vSync, red, blue, green, slow_clock, bright, addie, indata);
input clk, reset;
output hSync, vSync, slow_clock;
output [7:0] red, green, blue;
wire [9:0] hCount, vCount;
inout bright;
output reg [15:0] addie = 16'b0000_0000_0000_1010;
input wire [7:0] indata;
wire [7:0] key = indata[7:0];
vga_640by480 vga_ctrl (
	.CLK(clk),
	.clr(reset),
	.hsync(hSync),
	.vsync(vSync),
	.PixelX(hCount),
	.PixelY(vCount),
	.vidon(bright),
	.slw_clk(slow_clock)
);
bitgen_piano vga_bitgen (
	.hCount(hCount),
	.vCount(vCount),
	.bright(bright),
	.red(red),
	.green(green),
	.blue(blue),
	.key(key)
);
endmodule

===== flow/run.sh =====
#!/bin/bash
# OpenROAD 26Q1-2900-gdf79404cd8, Yosys 0.63+post, stock flow scripts
make -C /OpenROAD-flow-scripts/flow DESIGN_CONFIG=/design/flow/config.mk WORK_HOME=/design/flow/orfs finish

==> reports/results.tsv <==
stage	metric	value	unit
place	placed_cell_area	3428	um2
yosys	synth_flops	46	
clock_tree	postCtsResizedCells	145	
final_timing	unclocked_regs	44	
yosys	synthArstFlopShare	0	%
die	fp-utilization	31.21	%
die	die_h	103.1	um
final_timing	untimed_endpoints	57	
yosys	yosysChipArea	3064	um2
yosys	ys_sh_aoi	13.60	%
yosys	xor_share	6.002	%
yosys	ys_sh_simple	29.36	%
place	place.gp.congestion	0.8722	
die	die_x	103.1	um
run_status	outcome	did not finish	
yosys	adder_share	2.858	%
place	hpwl	4709	um
clock_tree	cts_buffers	3	
yosys	synth_cells	377	
yosys	synth_seq_share	33.97	%
clock_tree	cts-root-buf	clkbuf_8	
yosys	synth_warnings	5	
clock_tree	holdBufCountCts	0	
yosys	yosysCellCount	377	
yosys	syn_area	3064	um2
die	rows	36	
yosys	logic_family	simple AND/OR/NAND/NOR gates	
yosys	edf_count	12	
yosys	syn_area_per_cell	8.128	um2
clock_tree	clockBufferDepth	2	
die	io_pins	54	
place	dp.cells	525	
yosys	ff_type	dfxtp_1	
yosys	mux_share	0.3267	%
yosys	synth_cell_type_count	56	
run_status	haltStage	clock tree synthesis	
clock_tree	post-cts-setup-buffers	14	
place	place_ws	-887.0	ps
run_status	firstError	[error] [KeplerFormal.cpp:679] Workflow failed: Iso has multiple drivers: .bright0, bright$_DFF_P_.Q0	
place	io_buffers	36	
clock_tree	htree_levels	1	
## per-stage QoR
step           util, %  hold WS (ps)  TNS, ps
2_1_floorplan        -         387.1        0
3_3_place_gp     34.91         399.5   -18730
3_5_place_dp     34.91         407.9   -19920
## synthesized netlist by cell type (3+ instances only)
library cell / count / area share [%]
xor2_1: 8 / 2.3
nor4b_1: 4 / 1.1
nand2_1: 20 / 2.4
a21oi_1: 13 / 2.1
nor2b_1: 7 / 1.4
nor4_1: 7 / 1.4
nand4_1: 10 / 2.0
a31oi_1: 4 / 0.82
buf_6: 3 / 1.1
nor2_1: 53 / 6.5
inv_1: 10 / 1.2
o41ai_1: 4 / 1.1
nand4b_1: 5 / 1.4
clkbuf_1: 14 / 1.7
dfxtp_1: 34 / 22
o21ai_0: 10 / 1.6
nand3_1: 16 / 2.6
nand2b_1: 5 / 1.0
and2_1: 4 / 0.82
o31ai_1: 3 / 0.73
xnor2_1: 13 / 3.7
and3_1: 4 / 0.82
buf_4: 36 / 8.8
edfxtp_1: 12 / 12
o21a_1: 3 / 0.73
ha_1: 7 / 2.9
nor3_1: 13 / 2.1
o211ai_1: 3 / 0.73
or3_1: 6 / 1.2
buf_2: 4 / 0.65
a31o_2: 3 / 0.86
a211oi_1: 3 / 0.73
or2_2: 3 / 0.61
## cell families after synthesis
family / count (synthesis)
buf+inv: 68
compound gates: 61
fa+ha+maj: 7
xor+xnor: 21
other cells: 2
mux: 1
flops: 46
simple gates: 171
